==> /design/flow/design.v <==
module led (
    input sys_clk,
    input sys_rst_n,
    output reg [2:0] led  
);
reg [31:0] counter;
always @(posedge sys_clk or negedge sys_rst_n) begin
    if (!sys_rst_n) begin
        counter <= 31'd0;
        led <= 3'b110;
    end
    else if (counter < 31'd1350_0000)        
        counter <= counter + 1;
    else begin
        counter <= 31'd0;
        led[2:0] <= {led[1:0],led[2]};
    end
end
endmodule
==> /design/flow/run.sh <==
#!/bin/bash
# OpenROAD 26Q1-2900-gdf79404cd8, Yosys 0.63+post, stock flow scripts
make -C /OpenROAD-flow-scripts/flow DESIGN_CONFIG=/design/flow/config.mk WORK_HOME=/design/flow/orfs finish
==> /design/flow/config.mk <==
export PLATFORM = sky130hd
export DESIGN_NAME = led
export DESIGN_NICKNAME = led
export VERILOG_FILES = /design/flow/design.v
export SDC_FILE = /design/flow/constraint.sdc
export NUM_CORES = 4
export LEC_CHECK = 1
export CORE_UTILIZATION = 30
==> /design/flow/constraint.sdc <==
current_design led

set clk_period 3.6
set clk_io_pct 0.2

create_clock -name clk0 -period $clk_period [get_ports {sys_clk}]

set non_clock_inputs [all_inputs -no_clocks]
set_input_delay [expr $clk_period * $clk_io_pct] -clock clk0 $non_clock_inputs
set_output_delay [expr $clk_period * $clk_io_pct] -clock clk0 [all_outputs]
==> run summary <==
fresh numbers from the pnr run: area added between synthesis and finish=14.8%, clock-pin slew on the worst setup and hold paths=~0.060 ns, Storage cell area=~880 µm², Final Hold Vio Count=0, data required time at the worst endpoint=~2.9 ns, Warnings, synthesis=1, Antenna Violating Nets Remaining=0, worst-case vdd ir drop=184 µV, reg2reg setup slack=~1.7 ns, sum of routed wire length over all layers=approximately 2.7 mm, final critical delay including setup and external delays=around 2 ns, insertion delay at the late pin of the worst-skew pair=roughly 0.28 ns, number of design-rule violations left by the first detailed-router iteration=between 100 and 150, launching point of the worst reg2reg path=counter[17], detail-routed via count per cell=4.72, kind of cell adding the most delay to the critical path=flip-flops, Core Footprint=slightly above 5000 µm², worst-path cell with the longest stage delay=dfstp_2, CTS Hold Bufs=0, highest attainable clock frequency=between 500 and 600 MHz, most instantiated logic cell after routing=dfrtp_1, most frequent logic cells in the routed design=dfrtp_1, nor2_1, nand2_1, tally of filler cells in the layout=between 500 and 600, number of warning messages in the logs=25, y dimension of the die=74.6 µm, number of placement rows=26, root buffer cell=clkbuf_8, leakage component of the power=around 0.7 nW, PostCTS Resize Cnt=0, buffer-and-inverter tally for the worst setup path=1, startpoint type of the worst setup path=register, number of detailed-routing iterations run before antenna repair=4, Sequential Power Share=a little under 60%, number of H-tree levels=2, full die area=around 5600 µm², chip width=74.6 µm, instance tally after logic synthesis=about 150, beginning of the critical path=led[2], buffers from clock root to sink, at most=2, slowest cell delay on critical path=between 0.5 and 0.6 ns, pre-CTS WS=approximately 1.7 ns, post-synth tally of flip-flops with integrated enable=0, syn_area_per_cell=10.7 µm², vias in the first global route=975, Post-CTS Setup Inserts=0, Layout Skew=0.00431 ns, cell count in the Yosys report=148, port buffer count=4, setup violation total in the final timing report=0, ratio of final minimum period to clock period=a little under three fifths, number of storage elements in the synthesis netlist=35, Max Cap Viol=0, first-pass GRT wire length=approximately 4.7 mm, routability congestion estimate=between 0.7 and 0.8, Vias=between 1000 and 1500, smallest setup slack after layout=between 1.5 and 2 ns, TritonCTS clock tree=done, TritonCTS buffer count=5, overflow left after global routing=0, internal power=between 500 and 600 µW, antenna violations before repair=0, power share of the clock group=between 40% and 50%, combined area of all synthesized cells=around 1600 µm², setup repair after global routing missed its margin=false, clock sink total=35, CP Capture Type=output port, total net switching power=between 100 and 150 µW, Remaining DRCs=0, maximum fanout along the worst path=3, Floorplan Utilization=between 30% and 40%, YS chip area=approximately 1600 µm², Yosys cell types=35, number of top-level design ports=5, DP Wirelength=~1.8 mm, setup TNS=0 ns, ordered cell list for the critical path=clkdlybuf4s50_1, sequential share of the synthesized area=around 56%, Final Max Slew Viols=0, Final Util=roughly 36%, Relative slew margins=about three fifths, antenna diode instance count=0, FF-to-FF path depth=4, actual transition at the worst max-transition pin=0.613 ns, worst min path class=register to register, Worst setup endpoint=led[2], maximum number of pins on one net before global-route repair=36, share of total power in combinational logic=under 10%, Power Density=between 300 and 400 nW/µm², crit path kind=register to output port, fraction of layout instances using a drive strength above 1=between 10% and 20%, Stages on worst setup path=1, flip-flop cell with the highest count after synthesis=dfrtp_1, routed wirelength normalized by instance count=between 10 and 15 µm, arrival time at the worst endpoint=1.27 ns, status=finished clean, capturing point of the worst reg2reg path=led[0], Tot GR Track Use=11.0%, fraction of registers with async set/reset=approximately 100%, Sw Ratio=about a fifth, multi-input gate area in the final layout=697 µm²
[power groups by stage]
stage,Clock [mW],Sequential (mW),Combinational (mW)
CTS,0.291,0.399,0.0116
global route,0.311,0.400,0.0134
finish,0.282,0.399,0.0105
[cell usage after synthesis, types with 2 or more instances]
| master | instances | area [µm²] |
|---|---|---|
| nor3_1 | 2 | 10.0 |
| nand2_1 | 10 | 37.5 |
| buf_2 | 2 | 10.0 |
| mux2_2 | 3 | 33.8 |
| nand4_1 | 5 | 31.3 |
| nand3_1 | 9 | 45.0 |
| dfstp_2 | 2 | 52.6 |
| nor2_1 | 17 | 63.8 |
| or4_1 | 3 | 22.5 |
| nand3b_1 | 2 | 15.0 |
| and3_1 | 2 | 12.5 |
| nor4_1 | 6 | 37.5 |
| nand4_2 | 2 | 25.0 |
| and2_1 | 2 | 12.5 |
| xor2_1 | 8 | 70.1 |
| a21oi_1 | 8 | 40.0 |
| xnor2_1 | 5 | 43.8 |
| and4_1 | 3 | 26.3 |
| dfrtp_1 | 33 | 826 |
| inv_1 | 3 | 11.3 |
| o31ai_1 | 3 | 22.5 |
| o21ai_0 | 4 | 20.0 |
| or3_1 | 2 | 12.5 |
[through the flow]
step	total power, mW	std cells	instance area, µm²	hold WS [ns]
after floorplan	0.408	155	1610	0.424
after detailed placement	0.418	226	1720	0.469
after CTS	0.702	234	1810	0.481
final	0.692	234	1810	0.476
after global routing	0.724	234	1810	0.498
after global placement	0.418	226	1720	0.465
[area by class of cell]
type,count,share of cell area (%)
inverters,3,0.621
multi-input cells,113,38.4
repair buffers,5,2.62
clock buffers,7,4.76
flip-flops and latches,35,48.4
well taps,70,4.83
clock inverters,1,0.276
[flip-flops by register name, summed over array words and instances (netlist names)]
name	flops
counter	32
led	3
[logic make-up (layout without fill, tap and decap cells)]
group / after synthesis / in the layout / synth area share, %
simple gates: 68 / 68 / 24.2
flops: 35 / 35 / 55.6
compound gates: 20 / 20 / 7.92
xor+xnor: 13 / 13 / 7.21
buf+inv: 7 / 16 / 1.90
mux: 3 / 3 / 2.14
fa+ha+maj: 1 / 1 / 0.792
other cells: 1 / 8 / 0.237
[layer usage]
metal	vias to the layer above	share of wire (%)	global-route usage, %
li1	562	-	-
met1	518	52	18.2
met2	22	43	15.0
met3	2	4.1	2.75
met4	0	0.87	1.68
met5	-	0	0
[how the worst min path moves through the flow]
stage / end / cells after the start / from / slack (ns)
6_report: counter[0] / 1 / counter[0] / 0.48
5_1_grt: counter[0] / 1 / counter[0] / 0.50
4_1_cts: counter[0] / 1 / counter[0] / 0.48
Power and IR drop assume default switching activity.
