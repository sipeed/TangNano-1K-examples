<file path="design/flow/config.mk">
export PLATFORM = sky130hd
export DESIGN_NAME = VGAMod
export DESIGN_NICKNAME = VGAMod
export VERILOG_FILES = /design/flow/design.v
export SDC_FILE = /design/flow/constraint.sdc
export NUM_CORES = 4
export LEC_CHECK = 1
export CORE_UTILIZATION = 30
</file>
<file path="design/flow/run.sh">
#!/bin/bash
# OpenROAD 26Q1-2900-gdf79404cd8, Yosys 0.63+post, stock flow scripts
make -C /OpenROAD-flow-scripts/flow DESIGN_CONFIG=/design/flow/config.mk WORK_HOME=/design/flow/orfs finish
</file>
<file path="design/flow/constraint.sdc">
current_design VGAMod

set clk_period 5.8
set clk_io_pct 0.2

create_clock -name clk0 -period $clk_period [get_ports {PixelClk}]

set non_clock_inputs [all_inputs -no_clocks]
set_input_delay [expr $clk_period * $clk_io_pct] -clock clk0 $non_clock_inputs
set_output_delay [expr $clk_period * $clk_io_pct] -clock clk0 [all_outputs]
</file>
<file path="design/flow/design.v">
module VGAMod
(
    input                   CLK,
    input                   nRST,
    input                   PixelClk,
    output                  LCD_DE,
    output                  LCD_HSYNC,
    output                  LCD_VSYNC,
	output          [4:0]   LCD_B,
	output          [5:0]   LCD_G,
	output          [4:0]   LCD_R
);
    reg         [15:0]  PixelCount;
    reg         [15:0]  LineCount;
	localparam      V_BackPorch = 16'd0;  
	localparam      V_Pluse 	= 16'd5; 
	localparam      HightPixel  = 16'd480;
	localparam      V_FrontPorch= 16'd45;  
	localparam      H_BackPorch = 16'd182; 
	localparam      H_Pluse 	= 16'd1; 
	localparam      WidthPixel  = 16'd800;
	localparam      H_FrontPorch= 16'd210;
    localparam      PixelForHS  =   WidthPixel + H_BackPorch + H_FrontPorch;  	
    localparam      LineForVS   =   HightPixel + V_BackPorch + V_FrontPorch;
    always @(  posedge PixelClk or negedge nRST  )begin
        if( !nRST ) begin
            LineCount       <=  16'b0;    
            PixelCount      <=  16'b0;
            end
        else if(  PixelCount  ==  PixelForHS ) begin
            PixelCount      <=  16'b0;
            LineCount       <=  LineCount + 1'b1;
            end
        else if(  LineCount  == LineForVS  ) begin
            LineCount       <=  16'b0;
            PixelCount      <=  16'b0;
            end
        else
            PixelCount      <=  PixelCount + 1'b1;
    end
	reg			[9:0]  Data_R;
	reg			[9:0]  Data_G;
	reg			[9:0]  Data_B;
    always @(  posedge PixelClk or negedge nRST  )begin
        if( !nRST ) begin
			Data_R <= 9'b0;
			Data_G <= 9'b0;
			Data_B <= 9'b0;
            end
        else begin
			end
	end
    assign  LCD_HSYNC = (( PixelCount >= H_Pluse)&&( PixelCount <= (PixelForHS-H_FrontPorch))) ? 1'b0 : 1'b1;
	assign  LCD_VSYNC = ((( LineCount  >= V_Pluse )&&( LineCount  <= (LineForVS-0) )) ) ? 1'b0 : 1'b1;
    assign  LCD_DE = (  ( PixelCount >= H_BackPorch )&&
                        ( PixelCount <= PixelForHS-H_FrontPorch ) &&
                        ( LineCount >= V_BackPorch ) &&
                        ( LineCount <= LineForVS-V_FrontPorch-1 ))  ? 1'b1 : 1'b0;
    localparam          Colorbar_width   =   WidthPixel / 16;
    assign  LCD_R     = ( PixelCount < ( H_BackPorch +  Colorbar_width * 0  )) ? 5'b00000 :
                        ( PixelCount < ( H_BackPorch +  Colorbar_width * 1  )) ? 5'b00001 : 
                        ( PixelCount < ( H_BackPorch +  Colorbar_width * 2  )) ? 5'b00010 :    
                        ( PixelCount < ( H_BackPorch +  Colorbar_width * 3  )) ? 5'b00100 :    
                        ( PixelCount < ( H_BackPorch +  Colorbar_width * 4  )) ? 5'b01000 :    
                        ( PixelCount < ( H_BackPorch +  Colorbar_width * 5  )) ? 5'b10000 :  5'b00000;
    assign  LCD_G    =  ( PixelCount < ( H_BackPorch +  Colorbar_width * 6  )) ? 6'b000001: 
                        ( PixelCount < ( H_BackPorch +  Colorbar_width * 7  )) ? 6'b000010:    
                        ( PixelCount < ( H_BackPorch +  Colorbar_width * 8  )) ? 6'b000100:    
                        ( PixelCount < ( H_BackPorch +  Colorbar_width * 9  )) ? 6'b001000:    
                        ( PixelCount < ( H_BackPorch +  Colorbar_width * 10 )) ? 6'b010000:    
                        ( PixelCount < ( H_BackPorch +  Colorbar_width * 11 )) ? 6'b100000:  6'b000000;
    assign  LCD_B    =  ( PixelCount < ( H_BackPorch +  Colorbar_width * 12 )) ? 5'b00001 : 
                        ( PixelCount < ( H_BackPorch +  Colorbar_width * 13 )) ? 5'b00010 :    
                        ( PixelCount < ( H_BackPorch +  Colorbar_width * 14 )) ? 5'b00100 :    
                        ( PixelCount < ( H_BackPorch +  Colorbar_width * 15 )) ? 5'b01000 :    
                        ( PixelCount < ( H_BackPorch +  Colorbar_width * 16 )) ? 5'b10000 :  5'b00000;
endmodule
</file>
==> run notes <==
Notes on the flow outputs.

- The run finished with clean final reports.
- The number of placed cells counting well taps reads between 300 and 400.
- The worst hold-check path type is register to register.
- The internal power component is 0.3205 mW.
- The remaining antenna violation count after routing is 0.
- The area of the placeable core is roughly 0.0074 sq mm.
- The post-CTS setup buffer count is 0.
- The post-route clock period utilization is 0.7509.
- The count of tool warnings is 31.
- The first global-routing pass estimated slightly above 9000 um of wire.
- The antenna diode count reads 0.
- The clock tree has to reach 32 sinks.
- The power per standard cell area is 152.4 mW/mm^2.
- The most frequently used flop master after synthesis reads dfrtp_1.
- Of the total power, combinational logic draws 0.013.
- The area growth from synthesis to layout is 14.91%.
- The chip area is 0.008105 sq mm.
- In the post-synthesis netlist, the cell with the most instances is dfrtp_1.
- The share of total power dissipated in the clock network is 0.438.
- Per the detail_route report, routed wire per instance is ~14 um.
- The half-perimeter wire length of the detailed placement result reads 3747 um.
- The highest attainable clock frequency reads 229.6 MHz.
- Per the finish-stage timing summary, setup violations number 0.
- The final setup skew is 0.005438 ns.
- The worst path arrival time is ~3.2 ns.
- The flip-flop and latch area reads 800.8 sq um.
- Once iteration 0 of detailed routing completed, the report listed 158 DRC markers.
- The share of post-route cells with drive strength above 1 is 0.06920.
- The critical path maximum fanout is 5.
- In this run the count of I/O pins placed on the die edge is 22.
- Measured on the finished design, the core utilization comes to 0.3625.
- The leakage power of the design reads 1.030 nW.
- Counting the fill cells in the layout gives 762.
- The mean instance size in the synthesized netlist is between 8 and 9 sq um.
- For this run, the number of standard cells in the final layout without fillers is about 390.
- The total global-route track usage is 0.1406.
- The via count of the routed design is 2079.
- The clock buffer count from CTS reads 5.
- The final timing report lists a max-slew violation count of 0.
- The number of distinct library cell variants in the gate-level netlist after synthesis is 45.
- The total congestion overflow reads 0.
- The sequential group share of total power is 0.548.
- The cell chosen for the clock root is clkbuf_8.
- For reference, the top cells by area after synthesis are dfrtp_1, xnor2_1, nor2_1, ha_1, nor4_2.
- The total wire length reads 5434 um.
- The sequential area share after synthesis is 0.3445.
- The required time of the critical path is 4.64 ns.
- The warning count from the yosys run reads 1.
- The footprint of the multi-input gates is 0.001378 sq mm.
- The worst-skew pair later-pin latency is 0.28 ns.
- The launching element type of the critical path is a register.
- The synthesis run shows the most used standard cells to be dfrtp_1, nor2_1, nand2_1.
- Setup repair after global routing left no endpoint under its margin.
- The horizontal die dimension is roughly 90 um.
- The post-synthesis cell area is about 0.0023 sq mm.
- The tally of buffers added on design ports is 20.
- On the reported timing paths, the clock transition at the registers reads 0.06 ns.
- The worst setup path is of the register to primary output kind.
- The count of endpoints failing hold in the final timing report reads 0.
- The slew at the pin closest to its max-slew limit reads 0.9081 ns.
- The post-route setup TNS is 0 ns.
- The number of antenna violations at the first check in global routing reads 0.
- The max-capacitance violation count reads 0.
- The H-tree generated during clock tree synthesis spans 2 levels.
- In this run the VDD rail shows a maximum IR drop of 0.06523 mV.
- The number of buffers on the longest clock path is 2.
- The placer congestion estimate is 0.9325.
- Before antenna repair, the detailed router went through 4 iterations.
- The switching part of the total is 0.2125.
- The routed layout reports a DRC error count of 0.
- The synthesized design contains 0 enable-type register cells.
- From bottom edge to top edge, the die measures 90.03 um.
- The number of cells in the yosys synthesis report is 277.
- The ratio of routed vias to standard cells reads 5.358.
- The relative max-transition margin is 0.3946.
- The pin count of the biggest net entering global routing reads 33.
- The floorplan core density is 0.3154.
- The synthesized netlist cell count is 277.
- The share of synthesized area in the top cell type comes to 0.3445.
- The async set or reset register ratio after synthesis reads 1.000.
- The kind of end point of the critical path reads a primary output.
- After synthesis, the chip area reported by Yosys is 0.002325 sq mm.
- The via count of the first global-routing pass is 1880.
- The site row count reads 31.
- The largest total area in the synthesized netlist belongs to dfrtp_1.
- The total of hold buffers inserted after clock tree synthesis reads 0.
- The synthesized flop and latch total is 32.
- The switching component of the power was reported as 0.08651 mW.
- The final critical path time including I/O delays and setup reads 4.355 ns.
- The number of gates resized after CTS reads 0.
- TritonCTS built the clock tree.
==> power by group through the flow <==
stage	Sequential [mW]	Clock (mW)	Combinational, mW
5_1_grt	0.223	0.199	0.00649
6_report	0.223	0.178	0.00542
4_1_cts	0.223	0.186	0.00583
==> metrics by stage <==
step	area (sq um)	power, mW	hold WS [ns]	setup slack (ns)
finish	2671	0.4070	0.4810	1.445
CTS	2671	0.4146	0.4841	1.507
global route	2671	0.4284	0.4953	1.263
floorplan	2325	0.2274	0.4429	2.915
global placement	2577	0.2331	0.4725	1.773
detailed placement	2577	0.2332	0.4712	1.797
==> critical path: stages (launching register included) <==
cell	delay, ns
dfrtp_1	0.41
or4_1	0.61
nor3_1	0.51
o31ai_1	0.19
a2111oi_0	0.62
clkdlybuf4s50_1	0.57
==> logic make-up after synthesis <==
| logic type | count (synthesis) | synth area share |
|---|---|---|
| compound gates | 42 | 0.1238 |
| xor+xnor | 22 | 0.08289 |
| fa+ha+maj | 7 | 0.03767 |
| buf+inv | 34 | 0.06297 |
| flops | 32 | 0.3445 |
| mux | 1 | 0.004844 |
| simple gates | 139 | 0.3434 |
==> state kept, by name, indices dropped and copies added, names as in the netlist <==
register,count
LineCount,16
PixelCount,16
==> cell type report <==
class | count | area share
Clock inverter | 1 | 0.002810
Timing Repair Buffer | 22 | 0.08056
Sequential cell | 32 | 0.2998
Clock buffer | 7 | 0.03232
Tap cell | 99 | 0.04637
Multi-Input combinational cell | 211 | 0.5157
Inverter | 16 | 0.02248
==> final timing paths <==
check                                      to  slack (ns)      startpoint  cells after the start
worst max-delay path                   LCD_DE        1.45  PixelCount[11]                      5
worst min-delay path            LineCount[15]        0.48   LineCount[15]                      1
worst max register to register  LineCount[12]        2.54   PixelCount[1]                      7
worst min register to register  LineCount[15]        0.48   LineCount[15]                      1
max in group asynchronous        LineCount[9]        4.22            nRST                      2
min in group asynchronous       PixelCount[3]        1.28            nRST                      2
==> cells in the final DEF (no fill, tap or decap), types with 8 or more instances in the layout <==
cell,netlist,layout
nand2_1,18,18
nand3_1,16,16
o21ai_0,10,10
nor3_1,13,13
clkdlybuf4s50_1,0,20
a21oi_1,10,10
nand4_1,9,9
inv_1,16,16
nor4_1,12,12
xor2_1,8,8
xnor2_1,14,14
dfrtp_1,32,32
nor2_1,30,30
or4_1,8,8
==> metal layers <==
metal | vias to the layer above | part of all wire | global-route usage
li1 | 1025 | - | -
met1 | 984 | 0.50 | 0.2344
met2 | 63 | 0.43 | 0.1959
met3 | 7 | 0.059 | 0.02405
met4 | 0 | 0.013 | 0.02151
met5 | - | 0 | 0
No activity file was given, so power comes from the tool's default toggle rates.
